### design/flow/run.sh
#!/bin/bash
# OpenROAD 26Q1-2900-gdf79404cd8, Yosys 0.63+post, stock flow scripts
make -C /OpenROAD-flow-scripts/flow DESIGN_CONFIG=/design/flow/config.mk WORK_HOME=/design/flow/orfs finish
### design/flow/config.mk
export PLATFORM = sky130hd
export DESIGN_NAME = counter_bin
export DESIGN_NICKNAME = counter_bin
export VERILOG_FILES = /design/flow/design.v
export SDC_FILE = /design/flow/constraint.sdc
export NUM_CORES = 4
export LEC_CHECK = 1
export CORE_UTILIZATION = 40
### design/flow/constraint.sdc
current_design counter_bin

set clk_period 9.8
set clk_io_pct 0.2

create_clock -name clk0 -period $clk_period [get_ports {clock}]

set non_clock_inputs [all_inputs -no_clocks]
set_input_delay [expr $clk_period * $clk_io_pct] -clock clk0 $non_clock_inputs
set_output_delay [expr $clk_period * $clk_io_pct] -clock clk0 [all_outputs]
### design/flow/design.v
`default_nettype none
module addsub_bin
#(
    parameter       WORD_WIDTH = 20
)
(
    input   wire                        add_sub,     
    input   wire                        carry_in,
    input   wire    [WORD_WIDTH-1:0]    A,
    input   wire    [WORD_WIDTH-1:0]    B,
    output  reg     [WORD_WIDTH-1:0]    sum,
    output  reg                         carry_out,
    output  wire    [WORD_WIDTH-1:0]    carries,
    output  reg                         overflow
);
    localparam ZERO = {WORD_WIDTH{1'b0}};
    localparam ONE  = {{WORD_WIDTH-1{1'b0}},1'b1};
    initial begin
        sum         = ZERO;
        carry_out   = 1'b0;
        overflow    = 1'b0;
    end
    wire [WORD_WIDTH-1:0] carry_in_extended_unsigned;
    wire [WORD_WIDTH-1:0] carry_in_extended_signed;
    width_adj
    #(
        .WORD_WIDTH_IN  (1),
        .SIGNED         (0),
        .WORD_WIDTH_OUT (WORD_WIDTH)
    )
    extend_carry_in_unsigned
    (
        .original_input     (carry_in),
        .adjusted_output    (carry_in_extended_unsigned)
    );
    width_adj
    #(
        .WORD_WIDTH_IN  (1),
        .SIGNED         (1),
        .WORD_WIDTH_OUT (WORD_WIDTH)
    )
    extend_carry_in_signed
    (
        .original_input     (carry_in),
        .adjusted_output    (carry_in_extended_signed)
    );
    reg [WORD_WIDTH-1:0] B_selected         = ZERO;
    reg [WORD_WIDTH-1:0] negation_offset    = ZERO;
    reg [WORD_WIDTH-1:0] carry_in_selected  = ZERO;
    always @(*) begin
        B_selected          = (add_sub == 1'b0) ? B    : ~B;
        negation_offset     = (add_sub == 1'b0) ? ZERO : ONE;
        carry_in_selected   = (add_sub == 1'b0) ? carry_in_extended_unsigned : carry_in_extended_signed;
    end
    always @(*) begin
        {carry_out, sum} = {1'b0, A} + {1'b0, B_selected} + {1'b0, negation_offset} + {1'b0, carry_in_selected};
    end
    carryin_bin
    #(
        .WORD_WIDTH (WORD_WIDTH)
    )
    per_bit
    (
        .A          (A),
        .B          (B_selected),
        .sum        (sum),
        .carryin    (carries)
    );
    always @(*) begin
        overflow = (carries [WORD_WIDTH-1] != carry_out);
    end
endmodule
`default_nettype none
module carryin_bin
#(
    parameter WORD_WIDTH = 0
)
(
    input   wire    [WORD_WIDTH-1:0]    A,
    input   wire    [WORD_WIDTH-1:0]    B,
    input   wire    [WORD_WIDTH-1:0]    sum,
    output  reg     [WORD_WIDTH-1:0]    carryin
);
    initial begin
        carryin = {WORD_WIDTH{1'b0}};
    end
    always @(*) begin
        carryin = A ^ B ^ sum;
    end
endmodule
`default_nettype none
module counter_bin
#(
    parameter                   WORD_WIDTH      = 20,
    parameter [WORD_WIDTH-1:0]  INCREMENT       = 1,
    parameter [WORD_WIDTH-1:0]  INITIAL_COUNT   = 0
)
(
    input   wire                        clock,
    input   wire                        clear,
    input   wire                        up_down,  
    input   wire                        run,
    input   wire                        load,
    input   wire    [WORD_WIDTH-1:0]    load_count,
    input   wire                        carry_in,
    output  wire                        carry_out,
    output  wire    [WORD_WIDTH-1:0]    carries,
    output  wire                        overflow,
    output  wire    [WORD_WIDTH-1:0]    count
);
    localparam WORD_ZERO = {WORD_WIDTH{1'b0}};
    wire [WORD_WIDTH-1:0] incremented_count;
    wire                  carry_out_internal;
    wire [WORD_WIDTH-1:0] carries_internal;
    wire                  overflow_internal;
    addsub_bin
    #(
        .WORD_WIDTH (WORD_WIDTH)
    )
    calc_next_count
    (
        .add_sub    (up_down),  
        .carry_in   (carry_in),
        .A          (count),
        .B          (INCREMENT),
        .sum        (incremented_count),
        .carry_out  (carry_out_internal),
        .carries    (carries_internal),
        .overflow   (overflow_internal)
    );
    reg [WORD_WIDTH-1:0]    next_count      = WORD_ZERO;
    reg                     load_counter    = 0;
    reg                     clear_counter   = 0;
    reg                     load_flags      = 0;
    reg                     clear_flags     = 0;
    always @(*) begin
        next_count      = (load  == 1'b1) ? load_count : incremented_count;
        load_counter    = (run   == 1'b1) || (load == 1'b1);
        clear_counter   = (clear == 1'b1);
        load_flags      = (run   == 1'b1);
        clear_flags     = (load  == 1'b1) || (clear == 1'b1);
    end
    register
    #(
        .WORD_WIDTH     (WORD_WIDTH),
        .RESET_VALUE    (INITIAL_COUNT)
    )
    count_storage
    (
        .clock          (clock),
        .clock_enable   (load_counter),
        .clear          (clear_counter),
        .data_in        (next_count),
        .data_out       (count)
    );
    register
    #(
        .WORD_WIDTH     (WORD_WIDTH),
        .RESET_VALUE    (WORD_ZERO)
    )
    carries_storage
    (
        .clock          (clock),
        .clock_enable   (load_flags),
        .clear          (clear_flags),
        .data_in        (carries_internal),
        .data_out       (carries)
    );
    register
    #(
        .WORD_WIDTH     (1),
        .RESET_VALUE    (1'b0)
    )
    carry_out_storage
    (
        .clock          (clock),
        .clock_enable   (load_flags),
        .clear          (clear_flags),
        .data_in        (carry_out_internal),
        .data_out       (carry_out)
    );
    register
    #(
        .WORD_WIDTH     (1),
        .RESET_VALUE    (1'b0)
    )
    overflow_storage
    (
        .clock          (clock),
        .clock_enable   (load_flags),
        .clear          (clear_flags),
        .data_in        (overflow_internal),
        .data_out       (overflow)
    );
endmodule
`default_nettype none
module register
#(
    parameter WORD_WIDTH  = 5,
    parameter RESET_VALUE = 0
)
(
    input   wire                        clock,
    input   wire                        clock_enable,
    input   wire                        clear,
    input   wire    [WORD_WIDTH-1:0]    data_in,
    output  reg     [WORD_WIDTH-1:0]    data_out
);
    initial begin
        data_out = RESET_VALUE;
    end
    always @(posedge clock) begin
        if (clock_enable == 1'b1) begin
            data_out <= data_in;
        end
        if (clear == 1'b1) begin
            data_out <= RESET_VALUE;
        end
    end
endmodule
`default_nettype none
module width_adj
#(
    parameter WORD_WIDTH_IN     = 8,
    parameter SIGNED            = 0,
    parameter WORD_WIDTH_OUT    = 0
)
(
    input   wire    [WORD_WIDTH_IN-1:0]     original_input,
    output  reg     [WORD_WIDTH_OUT-1:0]    adjusted_output
);
    localparam PAD_WIDTH = WORD_WIDTH_OUT - WORD_WIDTH_IN;
    generate
        if (PAD_WIDTH == 0) begin: zero
            always @(*) begin
                adjusted_output = original_input;
            end
        end
        if (PAD_WIDTH > 0) begin: sign_extend
            localparam PAD_ZERO = {PAD_WIDTH{1'b0}};
            localparam PAD_ONES = {PAD_WIDTH{1'b1}};
            always @(*) begin
                adjusted_output = ((SIGNED != 0) && (original_input[WORD_WIDTH_IN-1] == 1'b1)) ? {PAD_ONES, original_input} : {PAD_ZERO, original_input};
            end
        end
        if (PAD_WIDTH < 0) begin: truncate
            always @(*) begin
                adjusted_output = original_input [WORD_WIDTH_OUT-1:0];
            end
        end
    endgenerate
endmodule
==> metrics.txt <==
# HELP chip_impl_metric Flow report values
# TYPE chip_impl_metric gauge
chip_impl_info{name="run_status",value="finished clean"} 1
chip_impl_metric{name="floorplan.core_util",unit="%"} 41.9
chip_impl_info{name="crit_top_cell",value="ha_1"} 1
chip_impl_metric{name="fillerInstances",unit=""} 870
chip_impl_metric{name="num_vias",unit=""} 3307
chip_impl_metric{name="chipWidth",unit="microns"} 98.0
chip_impl_metric{name="initialDrtViolationCount",unit=""} 92
chip_impl_info{name="tritoncts",value="yes"} 1
chip_impl_metric{name="die-area",unit="sq um"} 9610
chip_impl_metric{name="chipHeight",unit="microns"} 98.0
chip_impl_metric{name="reg2reg_slack",unit="ps"} 6620
chip_impl_metric{name="critPathMaxStageDelay",unit="ps"} 460
chip_impl_info{name="hold_sp",value="carries_storage.data_out[16]$_SDFFE_PP0P_"} 1
chip_impl_info{name="worstReg2RegStart",value="count_storage.data_out[0]$_SDFFE_PP0P_"} 1
chip_impl_metric{name="row_count",unit=""} 34
chip_impl_info{name="critical_path.endpoint_type",value="flop"} 1
chip_impl_metric{name="synthesis.yosys.warnings",unit=""} 7
chip_impl_info{name="hold_path_end",value="carries_storage.data_out[16]$_SDFFE_PP0P_"} 1
chip_impl_metric{name="top_level_ports",unit=""} 68
chip_impl_metric{name="grt.overflow.total",unit=""} 0
chip_impl_metric{name="io_buffer_count",unit=""} 67
chip_impl_metric{name="cts-buffers-inserted",unit=""} 5
chip_impl_info{name="cts.root.buffer_cell",value="clkbuf_8"} 1
chip_impl_metric{name="yosysChipArea",unit="sq um"} 3690
chip_impl_metric{name="grtUsageTotal",unit="%"} 21.4
chip_impl_info{name="netlist.top_cell.by_area",value="dfxtp_1"} 1
chip_impl_metric{name="synth_async_sr_flop_share",unit="%"} 0
chip_impl_metric{name="synthesized_registers",unit=""} 42
chip_impl_metric{name="largest_net_degree_at_the_start_of_global_routing",unit=""} 44
chip_impl_metric{name="core",unit="sq um"} 8810
chip_impl_metric{name="layout-drive-gt1-share",unit="%"} 10.0
chip_impl_metric{name="edf_count",unit=""} 0
chip_impl_metric{name="setup_viol_count_final",unit=""} 0
chip_impl_info{name="timing.setup.critical_path_class",value="in -> reg"} 1
chip_impl_info{name="hold_path_class",value="reg -> reg"} 1
chip_impl_metric{name="max-vdd-ir-drop",unit="V"} 0.0000628
chip_impl_metric{name="cts.repair.resized",unit=""} 0
chip_impl_metric{name="comb_area",unit="sq um"} 2700
chip_impl_metric{name="max_cap_viol_count",unit=""} 0
chip_impl_metric{name="worst-endpoint-arrival",unit="ps"} 5910
chip_impl_metric{name="grt_first_pass_wirelength",unit="mm"} 16.1
chip_impl_info{name="critical_path_origin",value="up_down"} 1
chip_impl_metric{name="synthCells",unit=""} 438
chip_impl_metric{name="leakage_power_total",unit="nW"} 2.05
chip_impl_metric{name="netSwitchingFraction",unit="%"} 35.2
chip_impl_metric{name="post-route-period-util",unit="%"} 57.8
chip_impl_metric{name="cts.sinks",unit=""} 42
chip_impl_metric{name="power.switching",unit="W"} 0.000236
chip_impl_metric{name="clock_skew",unit="ps"} 7.77
chip_impl_info{name="critPathLaunchType",value="input port"} 1
chip_impl_metric{name="slew_at_the_pin_closest_to_its_max_slew_limit",unit="ps"} 735
chip_impl_metric{name="cts-hold-fix-buffers",unit=""} 0
chip_impl_metric{name="count_of_buffers_added_by_post_cts_timing_repair_for_setup",unit=""} 0
chip_impl_metric{name="yosysSeqAreaShare",unit="%"} 22.8
chip_impl_info{name="crit_slowest_cell",value="clkdlybuf4s50_1"} 1
chip_impl_metric{name="viasPerCell",unit=""} 5.53
chip_impl_metric{name="clk_transition_reported_paths",unit="ps"} 90
chip_impl_metric{name="post_drt_wl_per_cell",unit="microns"} 16.3
chip_impl_info{name="grt_setup_unrepaired",value="false"} 1
chip_impl_metric{name="p_int",unit="W"} 0.000435
chip_impl_info{name="timing.critical_path.cells",value="clkdlybuf4s50_1 -> buf_4 -> ha_1 -> buf_4 -> ha_1 -> ha_1 -> a21oi_1 -> o21ai_0 -> a221o_1 -> or3_1 -> a211o_1 -> nand3_1"} 1
chip_impl_metric{name="syn-mean-instance-area",unit="sq um"} 8.42
chip_impl_metric{name="worst-r2r-cell-count",unit=""} 11
chip_impl_metric{name="synthDistinctLibCells",unit=""} 52
chip_impl_info{name="yosys-top-cells-area",value="dfxtp_1 23%, ha_1 14%, xnor2_1 6.4%"} 1
chip_impl_metric{name="clock_power_share",unit="%"} 21.3
chip_impl_metric{name="antenna-diode-count",unit=""} 0
chip_impl_metric{name="timing_max_transition_violations_final",unit=""} 0
chip_impl_metric{name="ys_cells",unit=""} 438
chip_impl_metric{name="final-seq-area",unit="sq um"} 841
chip_impl_metric{name="fmax",unit="MHz"} 176
chip_impl_metric{name="clk_path_buf_depth",unit=""} 2
chip_impl_info{name="r2r-end",value="carries_storage.data_out[14]$_SDFFE_PP0P_"} 1
chip_impl_metric{name="relSlewSlack",unit="%"} 50.9
chip_impl_metric{name="drc",unit=""} 0
chip_impl_info{name="yosys_most_used_dff",value="dfxtp_1"} 1
chip_impl_metric{name="worstSkewPairLatency",unit="ps"} 300
chip_impl_metric{name="hold_path_depth",unit=""} 2
chip_impl_metric{name="cts_htree_levels",unit=""} 2
chip_impl_metric{name="dpl.hpwl",unit="mm"} 7.15
chip_impl_metric{name="drt_first_pass_iters",unit=""} 15
chip_impl_metric{name="areaGrowthSynthToFinish",unit="%"} 22.8
chip_impl_metric{name="hold_ws",unit="ps"} 487
chip_impl_metric{name="pwr-share-seq",unit="%"} 30.6
chip_impl_metric{name="netlist_area",unit="sq um"} 3690
chip_impl_metric{name="totalNegativeSetupSlack",unit="ps"} 0
chip_impl_metric{name="pwr-share-comb",unit="%"} 48.1
chip_impl_metric{name="number_of_global_route_vias_before_repair",unit=""} 3235
chip_impl_metric{name="antenna_found_initial",unit=""} 0
chip_impl_metric{name="cp_data_required_time",unit="ps"} 10050
chip_impl_metric{name="wire_length_after_detailed_routing",unit="mm"} 9.74
chip_impl_metric{name="crit_fanout",unit=""} 24
chip_impl_metric{name="timing.final.crit_period",unit="ps"} 5670
chip_impl_metric{name="synth.top_cell.area_share",unit="%"} 22.8
chip_impl_metric{name="count_of_tool_warnings",unit=""} 27
chip_impl_metric{name="route.antenna.remaining_nets",unit=""} 0
chip_impl_metric{name="routabilityCongestion",unit=""} 0.915
chip_impl_metric{name="cellPowerDensity",unit="nW/um^2"} 148
chip_impl_metric{name="final-hold-violation-count",unit=""} 0
flip-flops by register name, indices dropped and copies added, names as in the netlist:
name and flops:
count_storage.data_out 20, carries_storage.data_out 20, overflow_storage.data_out 1, carry_out_storage.data_out 1
power by group through the flow:
stage / Sequential [W] / Combinational (W) / Clock [W]
after CTS: 0.000206 / 0.000324 / 0.000150
after global routing: 0.000208 / 0.000358 / 0.000156
final: 0.000205 / 0.000323 / 0.000143
per-stage QoR:
stage | instances | worst slack, ps | util, % | power, W | area, sq um
3_5_place_dp | 590 | 3820 | 50.2 | 0.000530 | 4420
6_report | 598 | 4130 | 51.4 | 0.000671 | 4530
3_3_place_gp | 590 | 3840 | 50.2 | 0.000532 | 4420
4_1_cts | 598 | 4140 | 51.4 | 0.000679 | 4530
2_1_floorplan | 438 | 4800 | - | 0.000435 | 3690
5_1_grt | 598 | 3790 | 51.4 | 0.000722 | 4530
worst max-delay path: cells and delay by family:
family	cells	cell delay [ps]
and+or+nand+nor	2	480
buffers and inverters	3	1090
adders and majority gates	3	1140
AOI/OAI and AO/OA	4	1220
Yosys cell counts, types with 2 or more instances:
library cell   n
o211ai_1       2
mux2i_1       21
o22ai_1        4
a311oi_1       2
clkbuf_1      20
xor2_1        10
nor2_1        48
nor3_1         5
a21oi_1       32
nand3_1       18
a21o_1        12
and3_1         5
ha_1          41
and2_2         3
or2_2         20
xnor2_1       27
xnor3_1        8
a31o_2         2
a211oi_1      16
fa_1           2
a31oi_1        5
nor2b_1        2
a21o_2         3
a221o_1        2
o21a_1         3
nand4b_1       2
a311o_1        2
or3_1          5
o21bai_1       2
nand4_1        3
dfxtp_1       42
nand2_1       18
o21ai_0       17
a211o_1        3
buf_1          6
inv_1          9
worst max-delay path by stage:
stage,to,slack (ps),cells past startpoint
after CTS,carries_storage.data_out[15]$_SDFFE_PP0P_,4140,12
after global routing,overflow_storage.data_out$_SDFFE_PP0P_,3790,12
final,overflow_storage.data_out$_SDFFE_PP0P_,4130,12
layout by cell type, fill, tap and decap left out, drive strengths merged, types with 4 or more instances in the layout:
master,Yosys,final
and3,5,5
o21ai,18,18
and2,4,4
xnor2,27,27
dfxtp,42,42
or3,7,7
nor2,48,48
a31oi,6,6
buf,8,6
inv,10,11
a211oi,16,16
xor2,10,10
clkbuf,20,5
mux2i,21,21
nor3,5,5
xnor3,8,8
or2,20,20
a21o,15,15
clkdlybuf4s50,0,66
ha,41,41
a21oi,32,32
nand2,18,18
o22ai,4,4
nand3,18,18
final cells by class:
type,instances,area share [%]
Clock buffer,5,1.52
Clock inverter,3,0.967
Inverter,10,0.829
Multi-Input combinational cell,358,59.6
Sequential cell,42,18.6
Tap cell,108,2.98
Timing Repair Buffer,72,15.5
kinds of logic after synthesis:
kind of cell	synth area share (%)
compound gates	20.4
xor+xnor	13.7
fa+ha+maj	15.0
buf+inv	4.00
flops	22.8
mux	5.70
simple gates	18.5
routing by layer:
metal | track usage (%) | routed length [microns]
met4 | 2.10 | 68
met1 | 32.7 | 4920
met3 | 2.03 | 311
met2 | 35.0 | 4430
met5 | 0 | 0
No activity file was given, so power comes from the tool's default toggle rates.
