--- flow/constraint.sdc ---
current_design TOP

set clk_period 55.4
set clk_io_pct 0.2

create_clock -name clk0 -period $clk_period [get_ports {clk}]

set non_clock_inputs [all_inputs -no_clocks]
set_input_delay [expr $clk_period * $clk_io_pct] -clock clk0 $non_clock_inputs
set_output_delay [expr $clk_period * $clk_io_pct] -clock clk0 [all_outputs]
--- flow/run.sh ---
#!/bin/bash
# OpenROAD 26Q1-2900-gdf79404cd8, Yosys 0.63+post, stock flow scripts
make -C /OpenROAD-flow-scripts/flow DESIGN_CONFIG=/design/flow/config.mk WORK_HOME=/design/flow/orfs finish
--- flow/design.v ---
`timescale 1ns / 1ps
module TOP(
    input clk,
    input rst,
    input c_rst,
    input we,
    input w_en,
    input [7:0] addr_w, 
    input [7:0] addr_r, 
    input [55:0] data_in, 
    output wire signed[6:0] be_out
    );
    wire [55:0] data_out; 
    sram ram
	(
	.clk(clk),
	.we(we),
	.data_o(data_out),
	.data_i(data_in),
	.addr_w(addr_w),
	.addr_r(addr_r)
	);
    wire [7:0][6:0]img_wgt_in;
    assign img_wgt_in = data_out;
    wire [6:0][6:0]img;
    assign img[0] = img_wgt_in[0];
    assign img[1] = img_wgt_in[1];
    assign img[2] = img_wgt_in[2];
    assign img[3] = img_wgt_in[3];
    assign img[4] = img_wgt_in[4];
    assign img[5] = img_wgt_in[5];
    assign img[6] = img_wgt_in[6];
    wire [6:0]wgt_in; 
    assign wgt_in = img_wgt_in[7];
    bin_mult BE0(.clk(clk),
    .rst(rst),
    .c_rst(c_rst),
    .w_en(w_en),
    .img(img),
    .w_input(wgt_in),
    .popcnt_add(be_out));
endmodule
`timescale 1ns / 1ps
module bin_mult(
    input clk,
    input rst,
    input w_en,
    input c_rst,
    input wire [6:0] [6:0] img ,
    input wire [6:0] w_input,
    output reg signed[6:0] popcnt_add
    );
    reg [2:0] count = 3'b0;
    reg [6:0][6:0]w;
    always@(posedge clk)begin
        if(rst)begin
            w <= 0;
        end
        else if(w_en)begin
            w <= {w[5:0],w_input};
        end
    end
    wire [6:0][6:0] x_out;
    xnor7 xnor0(
    .img(img[0]),
    .w(w[0]),
    .x_out(x_out[0]));
    xnor7 xnor1(
    .img(img[1]),
    .w(w[1]),
    .x_out(x_out[1]));
    xnor7 xnor2(
    .img(img[2]),
    .w(w[2]),
    .x_out(x_out[2]));
    xnor7 xnor3(
    .img(img[3]),
    .w(w[3]),
    .x_out(x_out[3]));
    xnor7 xnor4(
    .img(img[4]),
    .w(w[4]),
    .x_out(x_out[4]));
    xnor7 xnor5(
    .img(img[5]),
    .w(w[5]),
    .x_out(x_out[5]));
    xnor7 xnor6(
    .img(img[6]),
    .w(w[6]),
    .x_out(x_out[6]));
    wire [6:0] lut_in_origin;
    assign lut_in_origin = x_out[count];
    wire [5:0] lut_in;
    assign lut_in = lut_in_origin[5:0];
    wire[63:0][2:0]lookup_popcnt;
    assign lookup_popcnt={{3'b110},{3'b101},{3'b101},{3'b100},{3'b101},{3'b100},{3'b100},{3'b11},{3'b101},{3'b100},{3'b100},{3'b11},{3'b100},{3'b11},{3'b11},{3'b10},{3'b101},{3'b100},{3'b100},{3'b11},{3'b100},{3'b11},{3'b11},{3'b10},{3'b100},{3'b11},{3'b11},{3'b10},{3'b11},{3'b10},{3'b10},{3'b1},{3'b101},{3'b100},{3'b100},{3'b11},{3'b100},{3'b11},{3'b11},{3'b10},{3'b100},{3'b11},{3'b11},{3'b10},{3'b11},{3'b10},{3'b10},{3'b1},{3'b100},{3'b11},{3'b11},{3'b10},{3'b11},{3'b10},{3'b10},{3'b1},{3'b11},{3'b10},{3'b10},{3'b1},{3'b10},{3'b1},{3'b1},{3'b0}};
    reg signed[4:0] popcnt;
    wire[3:0] intern;
    assign intern = lookup_popcnt[lut_in];
    always @(intern) begin
        popcnt = intern;
    end
    always @(posedge clk) begin
        if(rst) begin
            count <= 0;
            popcnt_add <= 0;
        end
        else begin
            if(c_rst) begin
                count <= count + 1;
                popcnt_add <= popcnt_add + popcnt;
            end
        end
    end
endmodule
`timescale 1ns / 1ps
module sram
	#(
	parameter DWIDTH = 56,
	parameter AWIDTH = 8
	)
	(
	input          				clk,
	input          				we,
	output reg 	[DWIDTH-1:0]	data_o,
	input  		[DWIDTH-1:0]	data_i,
	input  		[AWIDTH-1:0]	addr_w,
	input  		[AWIDTH-1:0]	addr_r
	);
reg [DWIDTH-1:0] ram [0:(2**AWIDTH)-1];
always @(posedge clk)
begin
	if(we)	ram[addr_w] <= data_i;
	data_o 	<= ram[addr_r];
end
endmodule
`timescale 1ns / 1ps
module xnor7(
    input[6:0] img,
    input[6:0] w,
    output wire[6:0] x_out
    );
    wire [6:0] img_cal;
    assign img_cal[6] = img[6] ;
    assign img_cal[5] = img[5];
    assign img_cal[4:2] = img[4:2];
    assign img_cal[1] = img[1];
    assign img_cal[0] = img[0];
    assign x_out = img_cal~^w;
endmodule
--- flow/config.mk ---
export PLATFORM = sky130hd
export DESIGN_NAME = TOP
export DESIGN_NICKNAME = TOP
export VERILOG_FILES = /design/flow/design.v
export SDC_FILE = /design/flow/constraint.sdc
export NUM_CORES = 4
export LEC_CHECK = 1
export CORE_UTILIZATION = 40
export SYNTH_MEMORY_MAX_BITS = 65536
==> run_results.csv <==
group,metric,value,unit
worst_setup_path,worstSetupEndpointType,"register",
power,power_frac_comb,5.2,%
clock_network,cts_resized,0,
floorplan,dieArea,1190000,um^2
placed_design,gp_congestion,0.895,
synthesis,yosysCellCount,19100,
detailed_routing,drt_iter0_drc,14700,
worst_setup_path,required,56.54,ns
sta,slew_viol_final,0,
sta,final.setup_skew,0.0955,ns
worst_setup_path,cpMostUsedCell,"buf_4",
detailed_routing,wl,1300000,um
power,clkPwrFrac,41.8,%
detailed_routing,wl_per_cell,34.9,um
power,ir_drop,36.3,uV
floorplan,fp.dieW,1090,um
synthesis,synthesis.area,473000,um^2
floorplan,core,1180000,um^2
global_routing,grt_max_degree,107,
power,p_sw_share,21.6,%
clock_network,cts_tree,"built",
worst_setup_path,cp_slowest_cell,"o21ai_1",
global_routing,antenna_found_initial,65,
synthesis,ys.flops,12400,
global_routing,grt_pass1_vias,242000,
worst_setup_path,cp.arrival,19.59,ns
clock_network,cts_buffers,1247,
layout,final_cells,37300,
synthesis,async_reset_ff_share,0,%
worst_setup_path,crit_start,"addr_r[1]",
synthesis,syn_inst,19100,
synthesis,ff_type,"edfxtp_1",
sta,worst_pin_slew,1.43,ns
power,switching_power,4.21,mW
clock_network,clockBufferDepth,5,
flow_run,max_cap_viol_count,0,
clock_network,ctsHtreeMaxLevel,7,
floorplan,die_h,1090,um
synthesis,synth.distinct_cells,53,
worst_setup_path,worstReg2RegStart,"BE0.count[1]",
detailed_routing,drc,0,
floorplan,io_pins,84,
clock_network,postCtsSetupRepairBufs,0,
detailed_routing,antenna_left,0,
clock_network,clkSlewWorstSetupHoldPaths,0.06,ns
layout,area_delta_synth_final,14.1,%
placed_design,hpwl,760000,um
sta,period_minus_slack,18.45,ns
floorplan,fp_util,40.1,%
clock_network,root_buffer,"clkbuf_16",
placed_design,portBuffers,75,
placed_design,dpl.cell_count,35000,
detailed_routing,vias,215000,
worst_setup_path,cp_max_fo,75,
sta,hold_viol,0,
flow_run,warnings,49,
clock_network,clock_latency,1.29,ns
worst_setup_path,max_stage_delay,0.94,ns
sta,finalSetupViolations,0,
power,total_leakage_power,166,nW
sta,slew_headroom,3.65,%
min_path,hp-class,"register to register",
synthesis,edf_count,12300,
sta,fin_crit_sh,33.3,%
synthesis,ys_seq_share,78.5,%
layout,layout_top_cell,"edfxtp_1",
sta,tns,0,ns
layout,drive_above_1_share,33.1,%
power,power_frac_seq,53.0,%
detailed_routing,drt_pass1_iterations,24,
worst_setup_path,crit_chain,"buf_16, buf_4, buf_12, buf_4, buf_4, buf_4, buf_4, buf_4, buf_4, buf_4, mux4_2, mux4_2, mux2i_1, o21ai_0, o21ai_1, buf_4, nor2_1",
power,power.density,36.2,nW/um^2
global_routing,overflow,0,
synthesis,synth-warning-count,2,
detailed_routing,via_per_inst,5.75,
worst_setup_path,startpoint_type,"input port",
sta,max_freq,54.2,MHz
synthesis,syn-mean-instance-area,24.8,um^2
run_status,outcome,"complete, no violations",
global_routing,grt_pass1_wl,1820000,um
layout,lay_top_cells,"edfxtp_1 (12300), mux4_2 (3655), clkbuf_16 (1264)",
clock_network,cts_sinks,12400,
layout,fillers,94700,
clock_network,cts_hold_buffers,0,
worst_setup_path,worstSetupPathType,"input port to register",
global_routing,grt_usage,24.5,%
min_path,min_from,"ram.data_o[50]",
floorplan,row_count,399,
layout,logic_area,98200,um^2
power,cellInternalPower,15.3,mW
synthesis,yosysChipArea,473000,um^2
layout,seq_area,371000,um^2
sta,rsz0062_at_grt,"no",
## per-stage QoR
stage	area, um^2	worst slack [ns]	power, mW	hold slack (ns)	utilization, %
after detailed placement	500000	35.51	11.6	0.464	42.4
after floorplan	473000	40.77	11.1	0.441	-
final	539000	36.95	19.5	0.473	45.7
after global routing	539000	36.66	20.1	0.520	45.7
after CTS	539000	36.87	19.6	0.458	45.7
after global placement	500000	35.41	11.6	0.472	42.4
## worst paths after layout
| check | endpoint | slack [ns] | cells after the start |
|---|---|---|---|
| hold / removal | BE0.w[1] | 0.47 | 2 |
| hold reg to reg | BE0.w[1] | 0.47 | 2 |
| setup reg to reg | BE0.popcnt_add[5] | 50.39 | 17 |
| setup / recovery | ram.data_o[2] | 36.95 | 17 |
## sequential cells by signal, indices dropped and copies added (netlist names)
signal	flops
ram.ram	12288
ram.data_o	48
BE0.w	42
BE0.popcnt_add	7
BE0.count	3
## power groups by stage
stage	Sequential [mW]	Clock, mW	Combinational [mW]
finish	10.3	8.16	1.02
global route	10.3	8.63	1.09
CTS	10.3	8.28	1.03
## cell usage after synthesis, drive strengths merged, types with 4 or more instances
cell,count,share of area (%)
a2111oi,4,0.0074
a211oi,103,0.16
a21oi,120,0.13
a221oi,51,0.096
a222oi,46,0.097
a22oi,10,0.016
and3,14,0.019
and4,4,0.0074
buf,762,0.97
clkbuf,300,0.24
dfxtp,100,0.42
edfxtp,12300,78
ha,6,0.016
inv,8,0.0064
mux2,183,0.44
mux2i,417,0.88
mux4,3655,17
nand2,146,0.12
nand3,28,0.030
nand4,9,0.012
nor2,391,0.31
nor2b,55,0.073
nor3,24,0.025
nor3b,6,0.0095
o21ai,189,0.20
o221ai,13,0.024
o22ai,64,0.085
xnor2,32,0.059
xor2,21,0.039
## logic make-up after synthesis
kind of cell,Yosys count,share of synthesized area (%)
DFF,12400,78.5
muxes,4255,18.7
buffers and inverters,1070,1.22
and+or+nand+nor,689,0.620
AOI/OAI and AO/OA,611,0.834
xor gates and xnor gates,53,0.0982
adders and majority gates,8,0.0222
## final cells by class
cell class,instances,area share [%]
sequential,12400,68.8
multi-input combinational,5616,18.2
clock buffer,1548,6.07
tap,15600,3.63
timing repair buffer,1329,2.00
clock inverter,690,1.23
antenna,115,0.0534
inverter,8,0.00557
## layer usage
metal	up-vias	GRT usage [%]	part of all wire, %
met2	16700	34.4	46
met5	-	1.99	0.24
li1	86100	-	-
met3	2150	24.2	22
met1	110000	25.2	27
met4	80	7.70	4.2
## critical path, delay by kind of cell
| kind | cells | cell delay (ns) |
|---|---|---|
| simple gates | 1 | 0.05 |
| buf+inv | 11 | 5.76 |
| mux | 3 | 1.15 |
| compound gates | 2 | 1.04 |
No activity file was given, so power comes from the tool's default toggle rates.
