### design.v
`default_nettype none
module register
#(
    parameter WORD_WIDTH  = 5,
    parameter RESET_VALUE = 0
)
(
    input   wire                        clock,
    input   wire                        clock_enable,
    input   wire                        clear,
    input   wire    [WORD_WIDTH-1:0]    data_in,
    output  reg     [WORD_WIDTH-1:0]    data_out
);
    initial begin
        data_out = RESET_VALUE;
    end
    always @(posedge clock) begin
        if (clock_enable == 1'b1) begin
            data_out <= data_in;
        end
        if (clear == 1'b1) begin
            data_out <= RESET_VALUE;
        end
    end
endmodule
`default_nettype none
module register_pipe_simple
#(
    parameter WORD_WIDTH =  3,
    parameter PIPE_DEPTH = 7
)
(
    input   wire                        clock,
    input   wire                        clock_enable,
    input   wire                        clear,
    input   wire    [WORD_WIDTH-1:0]    pipe_in,
    output  reg     [WORD_WIDTH-1:0]    pipe_out
);
    localparam WORD_ZERO = {WORD_WIDTH{1'b0}};
    initial begin
        pipe_out = WORD_ZERO;
    end
    genvar i;
    generate
        if (PIPE_DEPTH == 0) begin
            always @(*) begin
                pipe_out = pipe_in;
            end
        end
        else if (PIPE_DEPTH > 0) begin
            wire [WORD_WIDTH-1:0] pipe [PIPE_DEPTH-1:0];
            register
            #(
                .WORD_WIDTH     (WORD_WIDTH),
                .RESET_VALUE    (WORD_ZERO)
            )
            input_stage
            (
                .clock          (clock),
                .clock_enable   (clock_enable),
                .clear          (clear),
                .data_in        (pipe_in),
                .data_out       (pipe[0])
            );
            for (i=1; i < PIPE_DEPTH; i=i+1) begin: pipe_stages
                register
                #(
                    .WORD_WIDTH     (WORD_WIDTH),
                    .RESET_VALUE    (WORD_ZERO)
                )
                pipe_stage
                (
                    .clock          (clock),
                    .clock_enable   (clock_enable),
                    .clear          (clear),
                    .data_in        (pipe[i-1]),
                    .data_out       (pipe[i])
                );
            end
            always @(*) begin
                pipe_out = pipe[PIPE_DEPTH-1];
            end
        end
    endgenerate
endmodule
### run.sh
#!/bin/bash
# OpenROAD 26Q1-2900-gdf79404cd8, Yosys 0.63+post, stock flow scripts
make -C /OpenROAD-flow-scripts/flow DESIGN_CONFIG=/design/flow/config.mk WORK_HOME=/design/flow/orfs finish
### config.mk
export PLATFORM = sky130hd
export DESIGN_NAME = register_pipe_simple
export DESIGN_NICKNAME = register_pipe_simple
export VERILOG_FILES = /design/flow/design.v
export SDC_FILE = /design/flow/constraint.sdc
export NUM_CORES = 4
export LEC_CHECK = 1
export CORE_AREA = 10 10 76 76
export DIE_AREA = 0 0 86 86
### constraint.sdc
current_design register_pipe_simple

set clk_period 1.0
set clk_io_pct 0.2

create_clock -name clk0 -period $clk_period [get_ports {clock}]

set non_clock_inputs [all_inputs -no_clocks]
set_input_delay [expr $clk_period * $clk_io_pct] -clock clk0 $non_clock_inputs
set_output_delay [expr $clk_period * $clk_io_pct] -clock clk0 [all_outputs]
==> results.yml <==
# synthesis and place-and-route metrics
outcome:
  outcome: "complete, no violations"
timing:
  tightest_slew_ns: 0.144
  hold_ws_ns: 0.490
  max_freq_mhz: 1060
  slew_violations: 0
  period_used_pct: 94.5
  setup_viol: 0
  skew_ns: 0.000528
  rsz0062_at_grt: "no"
  setup-tns-final_ns: 0
  final-hold-violation-count: 0
  fin_crit_ns: 0.945
  max_slew_margin_pct: 90.1
global_routing:
  use_met2_pct: 3.85
  grt_pass1_vias: 428
  grt.overflow.total: 0
  grt.busiest_layer: "met1"
  grt_pass1_wl_um: 1880
  grt_use_total_pct: 3.14
  grt_max_degree: 22
  gr-usage-met3_pct: 2.76
  grtUsageMet1_pct: 4.07
  antenna_found_initial: 0
placed_design:
  placed_area_sq_um: 892
  io_buffer_count: 8
  place.gp.congestion: 0.693
  placed_cells: 123
logic_synthesis:
  yosys-stat-area_sq_um: 752
  yosys.cell_types.count: 6
  ys_ff: 21
  postSynthCellCount: 68
  ys_warn_count: 2
  ys_top_logic_family: "multiplexers"
  xor_share_pct: 0
  synth-adder-area-share_pct: 0
  simple_gate_area_share_pct: 10.5
  muxShareOfSynthArea_pct: 28.0
  ys_seq_share_pct: 55.9
  syn-cell-area_sq_um: 752
  yosysCellCount: 68
  syn_area_per_cell_sq_um: 11.1
  compound_area_share_pct: 0
die:
  dieArea_sq_mm: 0.00740
  dieWidth_um: 86
  rows: 23
  ios: 9
  core_sq_mm: 0.00412
  fp_util_pct: 18.3
  die_h_um: 86
worst_setup_path:
  cp.arrival_ns: 0.75
  critPathRequiredTime_ns: 0.80
  worstSetupEndpointType: "output pin"
  setup.worst_path.start_class: "register"
  critical-path-max-stage-delay_ns: 0.33
  critPathKind: "reg2out"
  cp_num_cells: 1
  r2r_cells: 2
  crit_family: "flip-flops"
  r2r_slack_ns: 0.38
  path_max_fanout: 2
  endpoint: "pipe_out[1]"
  cpMaxStageDelayCell: "dfxtp_2"
  path_cells: "clkdlybuf4s15_1"
  path_buffers: 1
  reg2reg_from: "genblk1.genblk1.input_stage.data_out[2]"
clock_tree:
  clkLatencyLatePin_ns: 0.25
  path_clk_slew_ns: 0.07
  cts_tree: "built"
  cts_buffers: 3
  cts_sinks: 21
  cts_root_buf: "clkbuf_8"
  htree_levels: 1
  clockBufferDepth: 2
layout:
  design_area_sq_um: 971
  stdcell_count: 128
  areaGrowthSynthToFinish_pct: 29.1
  layout-drive-gt1-share_pct: 14.1
routing:
  routed_wl_um: 1170
  dr.pass1.iters: 4
  drt_iter0_drc: 26
  drtAntennaViolNets: 0
  antenna_cells: 0
  remaining_drc_errors: 0
  viasPerCell: 3.64
  via_count: 466
  wl_per_cell_um: 9.15
min_path:
  hp-class: "reg2reg"
  hold_depth: 2
power_and_ir_drop:
  combPwrFrac_pct: 7.9
  intPower_w: 0.00120
  ir_drop_mv: 0.497
  p_clk_share_pct: 35.5
  static-leakage-power_nw: 0.420
  p_sw_share_pct: 20.6
  p_sw_w: 0.000312
  pwr-share-seq_pct: 56.6
  power.density_mw_per_mm2: 1560
job:
  tool_warnings: 25
  drv_cap: 0
## power groups by stage
stage                 Clock (W)  Combinational (W)  Sequential (W)
after CTS              0.000555           0.000120        0.000857
after global routing   0.000587           0.000128        0.000858
final                  0.000538           0.000120        0.000857
## metrics by stage
step	power (W)	utilization, %	setup WS (ns)
2_1_floorplan	0.000948	-	0.162
3_3_place_gp	0.000978	21.7	-0.265
6_report	0.00152	23.6	0.0550
5_1_grt	0.00157	23.6	0.0131
4_1_cts	0.00153	23.7	0.0229
3_5_place_dp	0.000981	21.7	-0.292
## repair_timing
| action | in CTS | in global routing |
|---|---|---|
| buffers inserted | 0 | 0 |
| gates cloned | 1 | 0 |
| hold buffers | 0 | 0 |
| endpoints found under the setup margin | 21 | 1 |
| resized | 10 | 1 |
## cell families after synthesis
family                 Yosys count
multiplexers                    21
AND/OR/NAND/NOR                 21
buffers and inverters            5
flip-flops                      21
## cell type report
| type | count | area (sq um) |
|---|---|---|
| Clock buffer | 3 | 41.3 |
| Clock inverter | 1 | 7.51 |
| Fill cell | 428 | 3140 |
| Multi-Input combinational cell | 42 | 289 |
| Sequential cell | 21 | 424 |
| Tap cell | 50 | 62.6 |
| Timing Repair Buffer | 11 | 146 |
## layout by cell type (no fill, tap or decap)
cell type         n
dfxtp_1          18
clkbuf_8          3
clkdlybuf4s15_1   2
nor2_1           21
bufbuf_16         1
dlygate4sd2_1     1
dfxtp_2           3
clkbuf_2          1
buf_12            2
clkdlybuf4s50_1   4
clkinvlp_4        1
mux2i_1          21
## cells in the mapped netlist
cell type	number	share of area, %
dfxtp_1	21	56
buf_8	2	4.0
clkbuf_1	2	1.0
mux2i_1	21	28
clkbuf_2	1	0.66
nor2_1	21	10
## routing by layer
layer	part of all wire, %	vias up
met5	0	-
met4	1.0	0
met3	13	2
met2	35	10
met1	51	213
li1	-	241
## how the worst min path moves through the flow
stage / endpoint / slack (ns)
after CTS: register / 0.50
after global routing: register / 0.51
final: register / 0.49
## flip-flops by register name, indices dropped and copies added, names as in the netlist
signal and count:
genblk1.genblk1.input_stage.data_out 3, genblk1.genblk1.pipe_stages.pipe_stage.data_out 18
Power figures rest on the tool's default switching activity, not on a simulated workload.
